### design/flow/design.v
module lcd_sync
	#(
		parameter H_LINE = 0,
		parameter H_FRONT_PORCH = 0,
		parameter H_SYNC_WIDTH = 0,
		parameter H_BACK_PORCH = 0,
		parameter V_LINE = 0,
		parameter V_FRONT_PORCH = 0,
		parameter V_SYNC_WIDTH   = 0,
		parameter V_BACK_PORCH = 0 
	)
	(
		input wire clk,
		input wire rest_n,
		output wire lcd_clk,
		output wire lcd_pwm,
		output wire lcd_hsync, 
		output wire lcd_vsync, 
		output wire lcd_de,
		output wire [10:0] o_x,
		output wire [10:0] o_y,
		output wire [16:0] addr
	);
	reg [10:0] counter_hs; 					 
	reg [10:0] counter_vs; 					 
	localparam HS_STA = 0;					 
	localparam HS_END = HS_STA + H_SYNC_WIDTH;		 
	localparam HA_STA = H_BACK_PORCH;			 
	localparam HA_END = HA_STA + H_LINE;			 
	localparam VS_STA = V_BACK_PORCH + V_LINE + V_FRONT_PORCH;	 
	localparam VS_END = VS_STA + V_SYNC_WIDTH;    			 
	localparam VA_STA = V_BACK_PORCH;			 
	localparam VA_END = VA_STA + V_LINE;			 
	localparam LINE   = H_BACK_PORCH + H_LINE + H_FRONT_PORCH;	 
	localparam SCREEN = V_BACK_PORCH + V_LINE + V_FRONT_PORCH;	 
	always @ (negedge clk)
	begin
    		if (rest_n == 1'b0)   
    		begin
    			counter_hs <= 0;
    			counter_vs <= 0;
    		end
		else  
		begin
			if (counter_hs == LINE)   
			begin
				counter_hs <= 0;
				counter_vs <= counter_vs + 1;
			end
			else
			begin
				counter_hs <= counter_hs + 1;
			end
			if (counter_vs == SCREEN)   
				counter_vs <= 0;
		end
	end
	assign lcd_clk = (rest_n == 1) ? clk : 1'b0;
	assign lcd_pwm = (rest_n == 1) ? 1'b1 : 1'b0;
	assign lcd_hsync = ~((counter_hs >= HS_STA) & (counter_hs < HS_END));
	assign lcd_vsync = ~((counter_vs >= VS_STA) & (counter_vs < VS_END));
	assign lcd_de = (counter_hs >= HA_STA) & (counter_hs < HA_END-1) & (counter_vs >= VA_STA) & (counter_vs < VA_END-1); 
	assign o_x = (lcd_de == 0) ? 0 : (counter_hs - HA_STA);
	assign o_y = (lcd_de == 0) ? 0 : (counter_vs - VA_STA);
	assign addr = o_y * H_LINE + o_x;
endmodule
### design/flow/run.sh
#!/bin/bash
# OpenROAD 26Q1-2900-gdf79404cd8, Yosys 0.63+post, stock flow scripts
make -C /OpenROAD-flow-scripts/flow DESIGN_CONFIG=/design/flow/config.mk WORK_HOME=/design/flow/orfs finish
### design/flow/config.mk
export PLATFORM = sky130hd
export DESIGN_NAME = lcd_sync
export DESIGN_NICKNAME = lcd_sync
export VERILOG_FILES = /design/flow/design.v
export SDC_FILE = /design/flow/constraint.sdc
export NUM_CORES = 4
export LEC_CHECK = 1
export CORE_AREA = 10 10 85 85
export DIE_AREA = 0 0 95 95
### design/flow/constraint.sdc
current_design lcd_sync

set clk_period 4.0
set clk_io_pct 0.2

create_clock -name clk0 -period $clk_period [get_ports {clk}]

set non_clock_inputs [all_inputs -no_clocks]
set_input_delay [expr $clk_period * $clk_io_pct] -clock clk0 $non_clock_inputs
set_output_delay [expr $clk_period * $clk_io_pct] -clock clk0 [all_outputs]
==> flow_summary.ini <==
; flow metrics
[synth]
top_cell_area_share_pct = 36.21
ys_sh_simple_pct = 28.70
synthFlopType = dfxtp_1
yosys_area_sq_um = 1216
ys_async_sr_fraction_pct = 0
ys_warn_count = 1
top_cells_by_count = dfxtp_1 (22), buf_4 (21), nor2_1 (15), nand2_1 (11), xnor2_1 (7)
top_area_cell = dfxtp_1
netlist_area_sq_um = 1216
numSynthFlops = 22
syn_avg_cell_area_sq_um = 8.749
yosys-top-cells-area = dfxtp_1 (36%), buf_4 (13%), xnor2_1 (5.0%)
ys_sh_xor_pct = 9.362
synthDistinctLibCells = 30
most_common_cell = dfxtp_1
logic_family = simple AND/OR/NAND/NOR gates
ys_sh_aoi_pct = 5.350
adder_share_pct = 4.115
edf_count = 0
ys_sh_mux_pct = 0.8230
ys_seq_share_pct = 36.21
yosysCellCount = 139
syn_inst = 139

[clock_network]
cts_tree = done
insertion_delay_ps = 450
clk_pin_slew_ps = 40

[global_routing]
grt_usage_pct = 7.511
grt_max_degree = 13
grt.overflow.total = 0
grt_pass1_wl_mm = 5.658
first_global_vias = 1281
antenna_found_initial = 0

[cells_and_area]
area.sequential_sq_um = 496.7
fillers = 571
layout.area.comb_sq_um = 621.8
drive_gt1_share_pct = 27.23
syn_to_final_growth_pct = 56.38
final-instance-count-excl-fill = 285

[pwr]
power_density_nw_per_um2 = 277.5
peakVddDrop_mv = 0.1752
power_leakage_uw = 0.001004
p_total_uw = 527.8

[timing]
slew_violations = 0
finalClockSkew_ps = 13.61
finalSetupTns_ps = 0
rsz0062_at_grt = no
setup_viol = 0
hold_viol = 0

[placement]
place_hpwl_mm = 2.241
portBuffers = 36
placed_cells = 236
place.gp.congestion = 0.7926

[drt]
antenna_left = 0
wl_mm = 3.210
drt-vias-per-instance = 4.032
drt-wirelength-per-cell_um = 11.26
firstDrtPassIters = 4
diodes = 0
initialDrtViolationCount = 36
drc = 0
vias = 1149

[die]
fp_util_pct = 22.22
die_w_um = 95
core_area_sq_um = 5473
dieArea_sq_um = 9025
dieHeight_um = 95
boundaryPins = 46
rows = 27

[worst_setup_path]
reg2reg_to = counter_vs[7]
reg2reg_from = counter_hs[0]
path_max_fanout = 2
crit_type = reg -> out
startpoint_type = register
arrival_ps = 3130
endpoint_kind = primary output
reg2reg_depth = 8
rrSetupSlack_ps = 2040
worst_ep_required_time_ps = 3200

[status]
run_status = complete, no violations

[worst_hold_path]
hold_class = reg -> reg
hold_depth = 2
hold_start = counter_vs[2]
worstHoldEndpoint = counter_vs[2]

[run]
warning_count = 29
cap_violations = 0
## cells by family (layout without fill, tap and decap cells)
kind of cell    count (synthesis)  in the layout
mux                             1              1
flops                          22             22
compound gates                 12             12
simple gates                   58             58
other cells                     2              9
buf+inv                        27             94
fa+ha+maj                       4              4
xor+xnor                       13             13
## worst max-delay path, cell delays in order, from the launching register on
cell,delay [ps]
dfxtp_4,330
buf_4,120
dlygate4sd2_1,230
## state kept, by name, indices dropped and copies added, names as in the netlist
name,cells
counter_hs,11
counter_vs,11
## layer usage
layer | vias up | wire [um] | GRT usage, %
li1 | 590 | - | -
met1 | 513 | 1419 | 9.450
met2 | 43 | 1394 | 10.58
met3 | 3 | 355 | 3.846
met4 | 0 | 40 | 3.242
met5 | - | 0 | 0
## report_power, final
group / internal, uW / leakage, uW / total [uW] / switching [uW]
clock network: 172 / 0.000167 / 312 / 140
registers: 213 / 0.000192 / 213 / 0
logic: 1.73 / 0.000646 / 3.16 / 1.43
## cell usage in the layout, fill, tap and decap left out, drive strengths merged, types with 2 or more instances in the layout
cell           count
and2               2
and3               5
nor4               4
nor2b              2
clkdlybuf4s50      3
nor2              15
nand4              5
conb               9
dlygate4sd2       32
buf               25
nand3              4
xor2               6
clkbuf             6
o21ai              5
nand2             11
ha                 4
dfxtp             22
a21oi              5
xnor2              7
or3                5
inv               26
## stage by stage
stage	util [%]	setup slack [ps]	instance area [sq um]	hold WS [ps]
floorplan	-	634.3	1242	448.9
global placement	28.53	78.55	1562	493.6
detailed placement	28.53	50.30	1562	506.2
CTS	34.87	34.51	1908	544.9
global route	34.75	1.432	1902	619.1
finish	34.75	66.40	1902	538.4
## how the worst max path moves through the flow
stage / slack, ps / depth (start not counted) / to / start
CTS: 30 / 2 / addr[7] / counter_hs[7]
global route: 1 / 2 / o_x[10] / counter_hs[10]
finish: 70 / 2 / o_x[10] / counter_hs[10]
## area by class of cell
cell class	instances	share of cell area (%)
Clock buffer	7	4.868
Clock inverter	23	4.605
Inverter	4	0.7895
Multi-Input combinational cell	97	32.70
Sequential cell	22	26.12
Tap cell	72	4.737
Timing Repair Buffer	60	26.18
## what timing repair did
item / 4_1_cts / 5_1_grt
hold buffers: 0 / 0
setup endpoints to repair: 33 / 2
resized: 66 / 1
setup buffers: 22 / 0
No activity file was given, so power comes from the tool's default toggle rates.
